[flow/run.sh]
#!/bin/bash
# OpenROAD 26Q1-2900-gdf79404cd8, Yosys 0.63+post, stock flow scripts
make -C /OpenROAD-flow-scripts/flow DESIGN_CONFIG=/design/flow/config.mk WORK_HOME=/design/flow/orfs finish
[flow/constraint.sdc]
current_design chrisruk_matrix

set clk_period 4.5
set clk_io_pct 0.2

create_clock -name clk0 -period $clk_period [get_ports {io_in}]

set non_clock_inputs [all_inputs -no_clocks]
set_input_delay [expr $clk_period * $clk_io_pct] -clock clk0 $non_clock_inputs
set_output_delay [expr $clk_period * $clk_io_pct] -clock clk0 [all_outputs]
[flow/config.mk]
export PLATFORM = sky130hd
export DESIGN_NAME = chrisruk_matrix
export DESIGN_NICKNAME = chrisruk_matrix
export VERILOG_FILES = /design/flow/design.v
export SDC_FILE = /design/flow/constraint.sdc
export NUM_CORES = 4
export LEC_CHECK = 1
export CORE_UTILIZATION = 40
[flow/design.v]
`default_nettype none
module chrisruk_matrix #( parameter MAX_COUNT = 1000 ) (
  input [7:0] io_in,
  output [7:0] io_out
);
    wire clk = io_in[0];         
    wire reset = io_in[1];       
    wire digit1 = io_in[2];      
    reg [0:0] digit1_cache;      
    reg [0:0] digit2_cache;      
    reg [0:0] clock_1;           
    reg [0:0] strip_1;           
    reg [0:0] first;             
    assign io_out[0] = clock_1;  
    assign io_out[1] = strip_1;  
    reg [0:40-1] fonts [0:2-1];  
    reg [11:0] counter1;         
    reg [2:0] shift;             
    reg [3-1:0] rowno;           
    reg [6-1:0] idx;             
    reg [6-1:0] pidx;            
    reg [6-1:0] bitidx;          
    reg [0:32-1] ledreg1;        
    reg [0:32-1] ledreg2;        
    reg [0:64-1] display;        
    always @(posedge clk) begin
        if (reset) begin
            shift <= 0;
            counter1 <= 0;
            idx <= 0;
            bitidx <= 0;
            pidx <= 0;
            strip_1 <= 0;
            clock_1 <= 0;
            ledreg1 <= 32'hf0000f00;         
            ledreg2 <= 32'hf0070000;         
            fonts[0] <= 40'h18_24_24_24_18;  
            fonts[1] <= 40'h18_28_08_08_3e;  
            digit1_cache <= 0;
            digit2_cache <= digit1;
            first <= 1;
        end else begin
            clock_1 <= ~clock_1 ;
            if (clock_1 == 1) begin
                if (counter1 < 32) begin
                    strip_1 <= 0;
                    if(counter1 == 1) begin
                        if(!first) begin
                            display <= {16'b0,
                                    fonts[digit1_cache][32:39] << shift,
                                    fonts[digit1_cache][24:31] << shift,
                                    fonts[digit1_cache][16:23] << shift,
                                    fonts[digit1_cache][8:15]  << shift,
                                    fonts[digit1_cache][0:7]   << shift,
                                    8'b0};
                        end else begin
                            display <= 0;
                        end
                    end else if(counter1 == 2) begin
                        display <= display | {16'b0,
                                            fonts[digit2_cache][32:39] >> 8 - shift,
                                            fonts[digit2_cache][24:31] >> 8 - shift,
                                            fonts[digit2_cache][16:23] >> 8 - shift,
                                            fonts[digit2_cache][8:15]  >> 8 - shift,
                                            fonts[digit2_cache][0:7]   >> 8 - shift,
                                            8'b0};
                    end
                    counter1 <= counter1 + 1;
                end else if (counter1 < 32 + (32 * (8*8))) begin
                    rowno = pidx / 8;
                    if(rowno % 2 == 0) begin
                        bitidx = ((rowno * 16) + 8) - 1 - pidx;
                    end else begin
                        bitidx = pidx;
                    end
                    if (display[bitidx] == 1) begin
                        strip_1 <= ledreg1[idx];
                    end else begin
                        strip_1 <= ledreg2[idx];
                    end
                    if (idx == 31) begin
                        idx <= 0;
                        pidx <= pidx + 1;
                    end else begin
                        idx <= idx + 1;
                    end
                    counter1 <= counter1 + 1;
                end else if (counter1 < 32 + (32 * (8*8)) + 32 + 32) begin
                    strip_1 <= 0;
                    counter1 <= counter1 + 1;
                end else begin
                    counter1 <= 0;
                    pidx <= 0;
                    idx <= 0;
                    if (shift == 7) begin
                        digit1_cache <= digit2_cache;
                        digit2_cache <= digit1;        
                        shift <= 0;
                        first <= 0;
                    end else begin
                        shift <= shift + 1;
                    end
                end
            end
        end
    end
endmodule
==> results.yml <==
# generated from flow reports
status:
  run_status: "finished with violations"
  failed_checks: "hold timing"
worst_setup_path:
  crit_chain: "clkbuf_8, clkbuf_8, nand2b_1, clkbuf_8, clkbuf_8, nor3_2, clkbuf_8, clkbuf_8"
  crit_type: "clock port to flip-flop"
  reg2reg_slack_ns: 1.46
  crit_path_end_kind: "flip-flop"
  worstPathArrival_ns: 3.41
  cp.required_ns: 4.49
  worst_path_largest_cell_delay_ns: 0.18
  crit_fanout: 10
  start_kind: "clock port"
  cpMostUsedCell: "clkbuf_8"
  critical_path.slowest_cell: "clkbuf_8"
  rr_endpoint: "display[36]"
  r2r_start: "shift[1]"
  reg2reg_depth: 7
placed_design:
  place_area_sq_mm: 0.004429
  hpwl_mm: 6.877
  io_buffers: 2
  gp_congestion: 0.9080
cts:
  clk_latency_ns: 0.28
  post_cts_buffers: 0
  post_cts_resize_count: 0
  worst_setup_hold_path_clk_slew_ns: 0.05
  cts_tree: "built"
  cts_hold_buf: 0
yosys:
  synth.distinct_cells: 56
  top_cell_area_share: 0.2687
  yosysTopAreaCell: "edfxtp_1"
  ys_cells: 476
  synthArstFlopShare: 0
  syn_inst: 476
  yosysChipArea_sq_mm: 0.004358
  synth-edff-count: 39
  synth_seq_share: 0.4111
  topCellsByArea: "edfxtp_1 27%, dfxtp_1 14%, ha_1 7.2%"
  netlist_area_sq_mm: 0.004358
  synth-main-ff-cell: "edfxtp_1"
  yosys_warnings: 8
  numSynthFlops: 70
  synth_area_per_cell_sq_um: 9.155
hold_path:
  hold_depth: 0
  min_from: "io_in[2]"
  min_to: "digit2_cache"
  min-delay-path-class: "clock port to flip-flop"
global_routing:
  grt_max_degree: 24
  grt_pass1_vias: 3631
  gr-total-overflow: 0
  grt_use_total: 0.1968
  antenna_found_initial: 0
  grt_pass1_wl_mm: 16.55
route:
  postRouteAntennaNets: 0
  drt-pass1-iter-count: 5
  diodes: 0
  drc: 0
  wl_per_cell_um: 15.91
  drt_iter0_markers: 138
  via_per_inst: 5.602
  wl_mm: 10.10
  dr_total_vias: 3557
power:
  leakagePower_uw: 0.001850
  p_per_area_mw_per_mm2: 434.9
  peakVddDrop_mv: 0.3651
timing:
  worstMarginPinSlew_ns: 0.7410
  finalSetupViolations: 0
  fin_hold_ws_ns: -0.1830
  rsz0062_at_grt: "no"
  slew_viol_final: 0
  fin_setup_tns_ns: 0
  fin_skew_ns: 0.001438
  slew_headroom: 0.5053
  hold_violations: 1
die:
  die_h_um: 106.4
  placementRows: 37
  coreArea_sq_mm: 0.01046
  dieArea_sq_mm: 0.01132
  initCoreUtil: 0.4165
  fp.dieW_um: 106.4
  ios: 16
flow_run:
  warning_count: 172
  max_cap_violations: 0
cells_and_area:
  areaGrowthSynthToFinish_pct: 13.84
  layout-drive-gt1-share: 0.1122
  fin_area_sq_mm: 0.004961
  nFillCells: 962
-- cell usage after synthesis, types with 4 or more instances --
cell type / n
nand4_1: 10
buf_4: 11
o21ai_0: 30
xor2_1: 12
mux2i_1: 19
nor3_1: 10
ha_1: 25
mux4_2: 7
nand3_1: 15
and3_1: 6
nand2b_1: 10
clkbuf_1: 15
nand2_1: 33
xnor2_1: 4
edfxtp_1: 39
inv_1: 15
nor2b_1: 6
a21oi_1: 47
nor2_1: 69
or3_1: 6
a211oi_1: 4
dfxtp_1: 31
-- metal layers --
metal | vias up | GRT usage | share of wire
met5 | - | 0 | 0
met4 | 0 | 0.1151 | 0.035
met3 | 31 | 0.1001 | 0.077
met2 | 140 | 0.2593 | 0.44
met1 | 1647 | 0.2639 | 0.45
li1 | 1739 | - | -
-- critical path: cells and delay by family --
kind	cells	cell delay, ns
buf+inv	6	0.85
simple gates	2	0.31
-- power by group --
group / internal (uW) / switching [uW]
Clock: 841 / 521
Sequential: 796 / 0
Combinational: 0 / 0.0873
Total: 1640 / 521
-- how the worst max path moves through the flow --
stage             from     endpoint  slack, ns  cells after the start
finish        io_in[1]  display[23]       1.09                      8
global route  io_in[1]  display[37]       1.08                      8
CTS           io_in[1]  display[53]       1.10                      8
-- through the flow --
stage | setup slack, ns | power [uW] | util | instances
after floorplan | 0.4885 | 1134 | - | 481
after global placement | 0.4949 | 1103 | 0.4233 | 592
after detailed placement | 0.4949 | 1103 | 0.4233 | 592
after CTS | 1.103 | 2331 | 0.4742 | 635
after global routing | 1.079 | 2407 | 0.4742 | 635
final | 1.087 | 2158 | 0.4742 | 635
-- state kept, by name, summed over array words and instances (netlist names) --
name / flops
display: 38
counter1: 12
idx: 6
pidx: 6
shift: 3
clock_1: 1
digit1_cache: 1
digit2_cache: 1
first: 1
strip_1: 1
-- cells by family after synthesis --
family | share of synthesized area
simple gates | 0.1935
mux | 0.08498
other cells | 0.0008605
flops | 0.4111
fa+ha+maj | 0.07178
compound gates | 0.1504
buf+inv | 0.05512
xor+xnor | 0.03216
-- placed cells by master (no fill, tap or decap), types with 3 or more instances in the layout --
cell	instances
inv_1	15
o31ai_1	3
and3_1	6
edfxtp_1	39
xor2_1	12
clkbuf_8	29
a41oi_1	3
xnor2_1	4
or3_1	6
o21ai_0	30
nor2b_1	6
nand2b_1	10
a31oi_1	3
nand3b_1	3
nand4_1	10
clkinv_1	7
nor2_1	69
a22oi_1	3
buf_4	5
mux4_2	7
mux2i_1	19
nand2_1	33
a211oi_1	4
ha_1	25
nor3_1	9
dfxtp_1	31
nand3_1	15
conb_1	6
a21oi_1	47
-- layout make-up --
class | count | area [sq um] | share of cell area
multi-input cells | 363 | 2350 | 0.4736
flip-flops and latches | 70 | 1792 | 0.3612
clock buffers | 31 | 406.6 | 0.08197
well taps | 136 | 170.2 | 0.03430
clock inverters | 12 | 125.1 | 0.02522
inverters | 16 | 60.06 | 0.01211
repair buffers | 7 | 57.56 | 0.01160
No activity file was given, so power comes from the tool's default toggle rates.
